### /design/flow/config.mk
export PLATFORM = sky130hd
export DESIGN_NAME = top_microwave_timer
export DESIGN_NICKNAME = top_microwave_timer
export VERILOG_FILES = /design/flow/design.v
export SDC_FILE = /design/flow/constraint.sdc
export NUM_CORES = 4
export LEC_CHECK = 1
export CORE_UTILIZATION = 40
### /design/flow/run.sh
#!/bin/bash
# OpenROAD 26Q1-2900-gdf79404cd8, Yosys 0.63+post, stock flow scripts
make -C /OpenROAD-flow-scripts/flow DESIGN_CONFIG=/design/flow/config.mk WORK_HOME=/design/flow/orfs finish
### /design/flow/design.v
module clk_divider(
	input clk, 
	output led_driver_enable, 
	output debouncer_enable 
	);
	reg [22:0] counter; 
	assign led_driver_enable = (counter[16:0] == 17'b0) ? 1'b1 : 1'b0;
	assign debouncer_enable = (counter[21:0] == 22'b0) ? 1'b1 : 1'b0;
	always @ (posedge clk) begin
		counter <= counter + 1;
	end
endmodule
module debouncer(
	input clk,
	input clk_en,
	input button_in,
	output button_edge
	);
	reg [0:0] button_state;
	reg [0:0] button_state_prev;
	assign button_edge = (button_state_prev == 1'b0 && button_state == 1'b1)? 1'b1 : 1'b0;
	always @ (posedge clk) begin
		if(clk_en == 1'b1) begin
			button_state <= button_in;
		end
		button_state_prev <= button_state;
	end
endmodule
module edge_detect(
	input clk,
	input state_in,
	output state_edge
);
	reg [0:0] prev_state;
	assign state_edge = (prev_state == 1'b0 && state_in == 1'b1)? 1'b1 : 1'b0;
	always @ (posedge clk) begin
		prev_state <= state_in;
	end
endmodule
module numeric_leds_multiplexer(
	input clk,
	input clk_en,
	input [3:0] thousands,
	input [3:0] hundreds,
	input [3:0] tens,
	input [3:0] units,
	output reg [3:0] anodes, 
	output reg [6:0] cathodes 
	);
	reg [1:0] digit_activation; 
	reg [3:0] current_displayed_bcd;
	always @ (*) begin
		case(current_displayed_bcd)
			4'b0000: cathodes <= 7'b1000000;  
			4'b0001: cathodes <= 7'b1111001;  
			4'b0010: cathodes <= 7'b0100100;  
			4'b0011: cathodes <= 7'b0110000;  
			4'b0100: cathodes <= 7'b0011001;  
			4'b0101: cathodes <= 7'b0010010;  
			4'b0110: cathodes <= 7'b0000010;  
			4'b0111: cathodes <= 7'b1111000;  
			4'b1000: cathodes <= 7'b0000000;  
			4'b1001: cathodes <= 7'b0010000;  
			4'b1010: cathodes <= 7'b0001000;     
			4'b1011: cathodes <= 7'b0000011;     
			4'b1100: cathodes <= 7'b1000110;     
			4'b1101: cathodes <= 7'b0100001;     
			4'b1110: cathodes <= 7'b0000110;     
			4'b1111: cathodes <= 7'b0001110;     
		endcase
	end
	always @ (*) begin
		case(digit_activation)
			2'b0: begin 
				anodes = 4'b1110;
				current_displayed_bcd = units;
			end
			2'b1: begin 
				anodes = 4'b1101;
				current_displayed_bcd = tens;
			end
			2'b10: begin 
				anodes = 4'b1011;
				current_displayed_bcd = hundreds;
			end
			2'b11: begin 
				anodes = 4'b0111;
				current_displayed_bcd = thousands;
			end
		endcase
	end
	always @ (posedge clk) begin
		if(clk_en) begin
			digit_activation <= digit_activation + 2'b1;
		end
	end
endmodule
module alu(
	input clk,
	input [7:0] sw,
	input load_a,
	input load_b,
	input load_op,
	output reg [7:0] display_out
);
	reg [7:0] a;
	reg [7:0] b;
	always @ (posedge clk) begin
		if(load_a == 1'b1) begin
			a <= sw;
			display_out <= sw;
		end
		if(load_b == 1'b1) begin
			b <= sw;
			display_out <= sw;
		end
		if(load_op == 1'b1) begin
			case(sw[2:0])
				3'b000: display_out <= a ^ b;
				3'b001: display_out <= a & b;
				3'b010: display_out <= a | b;
				3'b011: display_out <= a + b;
				3'b100: display_out <= ((~b) + 8'b1) + (~((~a) + 8'b1)) + 8'b1; 
				default: display_out <= 8'b0;
			endcase
		end
	end
endmodule
module central_timing(
	input btn_edge_l, 
	input btn_edge_r, 
	input clk, 
	input reset, 
	output load_a,
	output load_b,
	output load_op,
	output [1:0] state_debug
	);
	localparam STATE_DEFAULT = 2'B0;
	localparam STATE_WAITING_2ND_OPERAND = 2'B1;
	localparam STATE_WAITING_OPCODE = 2'B10;
	localparam STATE_SHOWING_RESULT = 2'B11;
	reg [1:0] curr_state;
	assign state_debug = curr_state;
	always @ (posedge clk) begin
		if(reset) begin
			curr_state <= STATE_DEFAULT;
		end
		case(curr_state)
			STATE_DEFAULT: begin
				if(btn_edge_r) begin
					curr_state <= STATE_WAITING_2ND_OPERAND;
				end
				else begin
					curr_state <= STATE_DEFAULT;
				end
			end
			STATE_WAITING_2ND_OPERAND: begin
				if(btn_edge_r) begin
					curr_state <= STATE_WAITING_OPCODE;
				end
				else begin
					curr_state <= STATE_WAITING_2ND_OPERAND;
				end
			end
			STATE_WAITING_OPCODE: begin
				if(btn_edge_r) begin
					curr_state <= STATE_SHOWING_RESULT;
				end
				else begin
					curr_state <= STATE_WAITING_OPCODE;
				end
			end
			STATE_SHOWING_RESULT: begin
				if(btn_edge_l) begin
					curr_state <= STATE_DEFAULT;
				end
				else begin
					curr_state <= STATE_SHOWING_RESULT;
				end
			end
		endcase
	end
	edge_detect load_a_edge_detector(
		.clk(clk),
		.state_in((curr_state == STATE_WAITING_2ND_OPERAND)? 1'b1 : 1'b0),
		.state_edge(load_a)
	);
	edge_detect load_b_edge_detector(
		.clk(clk),
		.state_in((curr_state == STATE_WAITING_OPCODE)? 1'b1 : 1'b0),
		.state_edge(load_b)
	);
	edge_detect load_op_edge_detector(
		.clk(clk),
		.state_in((curr_state == STATE_SHOWING_RESULT)? 1'b1 : 1'b0),
		.state_edge(load_op)
	);
endmodule
module top_microwave_timer(
	input [7:0] sw, 
	input btnR, 
	input btnL, 
	input clk, 
	output [15:0] led,
	output [3:0] an, 
	output [6:0] seg 
	);
	wire led_driver_clk_enable; 
	wire debouncer_clk_enable;
	wire btn_edge_l;
	wire btn_edge_r;
	wire load_a;
	wire load_b;
	wire load_op;
	wire [7:0] result;
	assign led[15:8] = result;
	assign led[7:2] = 6'b0;
	clk_divider clk_divider_instance(
		.clk(clk),
		.led_driver_enable(led_driver_clk_enable),
		.debouncer_enable(debouncer_clk_enable)
	);
	debouncer debouncer_left(
		.clk(clk),
		.clk_en(debouncer_clk_enable),
		.button_in(btnL),
		.button_edge(btn_edge_l)
	);
	debouncer debouncer_right(
		.clk(clk),
		.clk_en(debouncer_clk_enable),
		.button_in(btnR),
		.button_edge(btn_edge_r)
	);
	numeric_leds_multiplexer numeric_leds_multiplexer_instance(
		.clk(clk),
		.clk_en(led_driver_clk_enable), 
		.thousands(8'b0),
		.hundreds(8'b0),
		.tens(result[7:4]),
		.units(result[3:0]),
		.anodes(an), 
		.cathodes(seg) 
	);
	alu alu_instance(
		.clk(clk),
		.sw(sw),
		.load_a(load_a),
		.load_b(load_b),
		.load_op(load_op),
		.display_out(result)
	);
	central_timing central_timing_instance(
		.btn_edge_l(btn_edge_l),
		.btn_edge_r(btn_edge_r),
		.clk(clk), 
		.reset(1'b0),
		.load_a(load_a),
		.load_b(load_b),
		.load_op(load_op),
		.state_debug(led[1:0])
	);
endmodule
### /design/flow/constraint.sdc
current_design top_microwave_timer

set clk_period 4.0
set clk_io_pct 0.2

create_clock -name clk0 -period $clk_period [get_ports {clk}]

set non_clock_inputs [all_inputs -no_clocks]
set_input_delay [expr $clk_period * $clk_io_pct] -clock clk0 $non_clock_inputs
set_output_delay [expr $clk_period * $clk_io_pct] -clock clk0 [all_outputs]
==> flow_results.xml <==
<?xml version="1.0" encoding="UTF-8"?>
<metrics>
  <group name="final_timing">
    <metric name="final_period_minus_worst_setup_slack" unit="ps">3729</metric>
    <metric name="timing.clock.skew" unit="ps">9.284</metric>
    <metric name="timing.final.crit_share" unit="%">93.22</metric>
    <metric name="hold_fails_final_rpt" unit="">0</metric>
    <metric name="headroom_to_the_max_slew_limit" unit="%">59.72</metric>
    <metric name="fin_tns_setup" unit="ps">0</metric>
    <metric name="setup_violations" unit="">0</metric>
    <metric name="timing_max_transition_violations_final" unit="">0</metric>
    <metric name="worst-slew-pin-transition" unit="ps">602.3</metric>
    <metric name="setup_slack" unit="ps">271.3</metric>
    <metric name="fmax" unit="MHz">268.2</metric>
    <metric name="rsz0062_at_grt" unit="">no</metric>
  </group>
  <group name="placement">
    <metric name="pre_cts_slack" unit="ps">513.0</metric>
    <metric name="routabilityCongestion" unit="">0.8612</metric>
    <metric name="post-dp-hpwl" unit="mm">5.295</metric>
    <metric name="placement.io_buffers" unit="">31</metric>
    <metric name="placed_area" unit="mm²">0.004001</metric>
    <metric name="dpl.cell_count" unit="">501</metric>
  </group>
  <group name="min_path">
    <metric name="kind_of_path_behind_the_tightest_hold_check" unit="">reg -&gt; reg</metric>
    <metric name="worst_hold_startpoint" unit="">debouncer_left.button_state$_DFFE_PN_</metric>
  </group>
  <group name="setup_path">
    <metric name="cp_slowest_cell" unit="">mux4_2</metric>
    <metric name="setup_crit_path_kind" unit="">reg -&gt; out</metric>
    <metric name="critical_path_max_stage_delay" unit="ps">460</metric>
    <metric name="cp_max_fo" unit="">8</metric>
    <metric name="critPathArrivalTime" unit="ps">2930</metric>
    <metric name="crit_path_end_kind" unit="">output port</metric>
    <metric name="cp_data_required_time" unit="ps">3200</metric>
    <metric name="critical_path.cell_chain" unit="">inv_1, ha_1, nor2_1, a22oi_2, inv_1, ha_1, mux4_2, clkdlybuf4s50_1</metric>
    <metric name="critPathLaunchType" unit="">flip-flop</metric>
    <metric name="regToRegStartpoint" unit="">alu_instance.a[2]$_DFFE_PP_</metric>
  </group>
  <group name="floorplan">
    <metric name="design.portCount" unit="">38</metric>
    <metric name="die-height" unit="µm">96.72</metric>
    <metric name="core.rowCount" unit="">34</metric>
    <metric name="chipWidth" unit="µm">96.72</metric>
    <metric name="fp.dieArea" unit="mm²">0.009354</metric>
    <metric name="floorplan.initialDensity" unit="%">41.15</metric>
    <metric name="placeableCoreArea" unit="mm²">0.008721</metric>
  </group>
  <group name="cts">
    <metric name="count_of_hold_fix_buffers_inserted_at_cts" unit="">0</metric>
    <metric name="insertion_delay" unit="ps">330</metric>
    <metric name="tritoncts_clock_tree" unit="">done</metric>
    <metric name="cts.htree.levels" unit="">3</metric>
    <metric name="worst_setup_hold_path_clk_slew" unit="ps">60</metric>
    <metric name="cts.repair.resized" unit="">0</metric>
    <metric name="cts_made_buffers" unit="">9</metric>
    <metric name="clock_sink_count" unit="">57</metric>
    <metric name="cts_setup_buffers" unit="">0</metric>
    <metric name="clockRootBuffer" unit="">clkbuf_8</metric>
    <metric name="clk_path_buf_depth" unit="">2</metric>
  </group>
  <group name="detailed_routing">
    <metric name="detail_route.iter0.violations" unit="">104</metric>
    <metric name="post-route-drc-count" unit="">0</metric>
    <metric name="postRouteWirelength" unit="mm">7.080</metric>
    <metric name="wl_per_cell" unit="µm">13.69</metric>
    <metric name="dr.pass1.iters" unit="">4</metric>
    <metric name="ant_nets" unit="">0</metric>
    <metric name="vias_per_cell" unit="">5.099</metric>
    <metric name="vias" unit="">2636</metric>
    <metric name="num_antenna_cells" unit="">0</metric>
  </group>
  <group name="global_routing">
    <metric name="gr-usage-all-layers" unit="%">16.16</metric>
    <metric name="grt_pass1_wl" unit="mm">12.01</metric>
    <metric name="antenna_found_initial" unit="">0</metric>
    <metric name="first_global_vias" unit="">2555</metric>
    <metric name="grt_start_max_net_pins" unit="">22</metric>
    <metric name="global_route.overflow_total" unit="">0</metric>
  </group>
  <group name="run">
    <metric name="max_cap_viols" unit="">0</metric>
    <metric name="warning_count" unit="">42</metric>
  </group>
  <group name="yosys">
    <metric name="netlist_instances" unit="">368</metric>
    <metric name="netlist-cell-type-count" unit="">53</metric>
    <metric name="avg_inst_size_synth" unit="µm²">9.751</metric>
    <metric name="netlist.top_cell.by_area" unit="">edfxtp_1</metric>
    <metric name="yosys_area" unit="mm²">0.003588</metric>
    <metric name="most_common_cell" unit="">ha_1</metric>
    <metric name="top_cell_area_share" unit="%">23.43</metric>
    <metric name="synth-edff-count" unit="">28</metric>
    <metric name="synth_sequential_area_ratio" unit="%">39.61</metric>
    <metric name="ys_seq_elements" unit="">57</metric>
    <metric name="commonest_flop" unit="">dfxtp_1</metric>
    <metric name="synth.area.top_cells" unit="">edfxtp_1 23%, dfxtp_1 16%, ha_1 14%, xnor2_1 4.6%, inv_1 3.9%</metric>
    <metric name="async_flop_share" unit="%">0</metric>
    <metric name="ys_cells" unit="">368</metric>
    <metric name="syn-cell-area" unit="mm²">0.003588</metric>
    <metric name="commonest_cells_post_synth" unit="">41 x ha_1, 37 x inv_1, 30 x nand2_1, 29 x dfxtp_1, 28 x edfxtp_1</metric>
    <metric name="synth-warning-count" unit="">6</metric>
  </group>
  <group name="pwr">
    <metric name="cellPowerDensity" unit="mW/mm²">295.0</metric>
    <metric name="power.ir.vdd_worst" unit="µV">200.3</metric>
    <metric name="power.leakage" unit="nW">1.724</metric>
  </group>
  <group name="final_layout">
    <metric name="layout.filler_cells" unit="">797</metric>
    <metric name="layout_cell_share_with_drive_strength_beyond_1" unit="%">7.090</metric>
    <metric name="areaGrowthSynthToFinish" unit="%">17.85</metric>
    <metric name="final_design_area_no_fill" unit="mm²">0.004229</metric>
    <metric name="utilization" unit="%">48.49</metric>
    <metric name="final_cell_count_without_fillers" unit="">517</metric>
  </group>
  <group name="run_status">
    <metric name="run_status" unit="">finished clean</metric>
  </group>
</metrics>
==> where the power goes <==
group | internal (mW) | switching, mW | leakage [nW]
combinational | 0.0342 | 0.0358 | 1.11
sequential | 0.614 | 0.00301 | 0.503
clock | 0.335 | 0.225 | 0.114
total | 0.984 | 0.263 | 1.72
==> cells by family after synthesis <==
kind of cell,after synthesis,synth area share [%]
flops,57,39.61
other cells,1,0.1045
buf+inv,52,6.137
fa+ha+maj,43,15.41
xor+xnor,33,8.054
compound gates,76,14.26
mux,7,2.441
simple gates,99,13.98
==> registers in the layout (all words and copies together), names as in the netlist <==
name,flops
alu_instance.b,8
alu_instance.a,8
debouncer_left.button_state_prev,1
central_timing_instance.curr_state,2
central_timing_instance.load_a_edge_detector.prev_state,1
debouncer_right.button_state,1
debouncer_left.button_state,1
central_timing_instance.load_op_edge_detector.prev_state,1
debouncer_right.button_state_prev,1
clk_divider_instance.counter,22
alu_instance.display_out,8
central_timing_instance.load_b_edge_detector.prev_state,1
numeric_leds_multiplexer_instance.digit_activation,2
==> layout by cell type (no fill, tap or decap), drive strengths merged, types with 3 or more instances in the layout <==
cell type,n
clkdlybuf4s50,31
o21ai,21
dfxtp,29
buf,4
a21o,3
nand2,30
nor3,7
conb,6
a21oi,6
nor4,4
xnor2,19
a22oi,5
inv,39
mux2,4
edfxtp,28
nand3,11
a211oi,4
nor2b,7
o21bai,3
a22o,3
nor2,21
and3,3
o211ai,3
o2111ai,3
a31oi,5
nand2b,3
o22ai,5
and4,4
xor2,14
clkbuf,14
nand4,4
ha,41
==> routing by layer <==
layer | vias to the layer above | global-route usage, % | share of wire [%]
li1 | 1361 | - | -
met2 | 61 | 23.94 | 43
met5 | - | 0 | 0
met3 | 11 | 4.118 | 5.2
met1 | 1203 | 25.37 | 50
met4 | 0 | 2.411 | 1.7
==> cell type report <==
cell class / instances / area (µm²) / share of cell area [%]
Clock buffer: 14 / 205.2 / 4.852
Clock inverter: 2 / 12.51 / 0.2959
Inverter: 37 / 138.9 / 3.284
Multi-Input combinational cell: 264 / 1976 / 46.72
Sequential cell: 57 / 1421 / 33.61
Tap cell: 108 / 135.1 / 3.195
Timing Repair Buffer: 35 / 340.3 / 8.047
==> path summary, 6_finish.rpt <==
path / endpoint / depth (start not counted) / slack (ps)
setup reg to reg: alu_instance.display_out[7]$_DFFE_PP_ / 11 / 860
setup / recovery: seg[3] / 8 / 270
hold reg to reg: debouncer_left.button_state_prev$_DFF_P_ / 0 / 370
hold / removal: debouncer_left.button_state_prev$_DFF_P_ / 0 / 370
==> worst max-delay path, delay by kind of cell, from the launching register on <==
| kind | cells | cell delay, ps |
|---|---|---|
| DFF | 1 | 430 |
| AOI/OAI and AO/OA | 1 | 310 |
| muxes | 1 | 460 |
| and+or+nand+nor | 1 | 180 |
| adders and majority gates | 2 | 570 |
| buffers and inverters | 3 | 660 |
==> per-stage QoR <==
| stage | hold WS [ps] | total power, mW |
|---|---|---|
| after detailed placement | 355.6 | 0.6998 |
| after CTS | 378.6 | 1.265 |
| after global routing | 393.2 | 1.299 |
| final | 373.3 | 1.247 |
| after global placement | 346.4 | 0.6998 |
| after floorplan | 339.9 | 0.6755 |
Power is estimated from default activity; no workload was simulated.
